File: design/flow/design.v
module ip_tree
    #(parameter P_SIZE = 16)
    (
    input [P_SIZE-1:0] a,
    input [P_SIZE-1:0] b,
    input [P_SIZE-1:0] c,
    output [P_SIZE-1:0] out0,
    output [P_SIZE-1:0] out1
    );
    assign out0 = ((a ^ b) & ~c) | (~(a ^ b) & c);
    assign out1 = ((a ^ b) & c) | (~(a ^ b) & a);
endmodule
File: design/flow/run.sh
#!/bin/bash
# OpenROAD 26Q1-2900-gdf79404cd8, Yosys 0.63+post, stock flow scripts
make -C /OpenROAD-flow-scripts/flow DESIGN_CONFIG=/design/flow/config.mk WORK_HOME=/design/flow/orfs finish
File: design/flow/constraint.sdc
current_design ip_tree

set clk_period 1.0
set clk_io_pct 0.2

create_clock -name clk0 -period $clk_period

set non_clock_inputs [all_inputs -no_clocks]
set_input_delay [expr $clk_period * $clk_io_pct] -clock clk0 $non_clock_inputs
set_output_delay [expr $clk_period * $clk_io_pct] -clock clk0 [all_outputs]
File: design/flow/config.mk
export PLATFORM = sky130hd
export DESIGN_NAME = ip_tree
export DESIGN_NICKNAME = ip_tree
export VERILOG_FILES = /design/flow/design.v
export SDC_FILE = /design/flow/constraint.sdc
export NUM_CORES = 4
export LEC_CHECK = 1
export CORE_AREA = 10 10 70 70
export DIE_AREA = 0 0 80 80
==> Slide: Implementation Results <==
Physical Implementation Snapshot

Floorplan
  – FP Core Util: 0.158
  – Core region area: around 3400 um2
  – Chip Width: roughly 80 um
  – Top-level port count: about 80
  – Die area: ~6400 um2
  – Die boundary height: 80 um
  – Std-Cell Rows: 21

Clock network
  – Post-CTS setup buffer count: 0
  – Count of hold buffers inserted by post-cts repair: 0

Run
  – Max_cap viols: 0
  – Number of warnings in the stage logs: 33

Setup path
  – WP data arrival: 780 ps
  – Endpoint required time on the critical path: 800 ps
  – Number of buffers and inverters on the critical path: 2
  – Kind of start point of the critical path: input port
  – Max stage delay on crit path: 280 ps
  – Cell family with most CP delay: buffers and inverters
  – Cell count along the critical path: 3
  – Worst-path cell with the longest stage delay: sky130_fd_sc_hd__maj3_2
  – Critical Path Sink Type: output port
  – CP cell instances: clkdlybuf4s15_2, maj3_2, buf_2
  – CP Max Fanout: 2
  – Critical path start-end classification: in -> out

Timing
  – Slew at the pin closest to its max-slew limit: 74.4 ps
  – Final Max Tran Viols: 0
  – Relative slew slack: 0.950
  – Final min period: between 900 and 1000 ps
  – Worst Slack Setup Final: approximately 15 ps
  – Peak Freq: 1020 MHz
  – Fin crit share: 0.985
  – Sum Neg Setup Slack: 0 ps
  – Setup violation total in the final timing report: 0
  – Unrepaired setup endpoints after global routing: yes
  – Final number of hold-violating endpoints: 0

Power and ir drop
  – Leakage power: about 0.66 nW
  – Clock network fraction of total power: 0
  – Cell Pwr Density: around 460 nW/um2
  – Worst ir drop on vdd: 140 uV
  – Comb power frac: 1.000
  – Seq pwr share: 0
  – Cell internal power dissipation: 0.423 mW
  – Switching share of total power: 0.233
  – P_sw: ~0.13 mW

Global routing
  – Vias in the first global route: ~680
  – Leftover overflow at the end of global routing: 0
  – GR Util All Layers: 0.0652
  – Initial antenna violation count: 0
  – First-pass GRT wire length: between 3 and 4 mm
  – Largest net degree at the start of global routing: 3

Detailed routing
  – Routed wire length: around 2.2 mm
  – Detailed-route via count: between 600 and 700
  – Drt wl/cell: ~14 um
  – Drt first pass iters: 2
  – Iter 0 DRT Violations: 11
  – Remaining number of nets flagged by the antenna check after routing: 0
  – Average via count per standard cell: 3.82
  – Number of antenna repair diodes: 0
  – Final routed DRC violation total: 0

Layout
  – Layout Area Growth over Synthesis: 120%
  – Fraction of layout cells with a size suffix above 1: 0.830
  – Clock buffers: 0
  – Combined flip-flop and latch cell area: 0 um2
  – Final design area excluding fillers: 1190 um2
  – Layout Cells excl Fill: between 150 and 200
  – Seq cells: 0

Place
  – Post-DP HPWL: roughly 2.1 mm
  – Routability congestion estimate from global placement: between 0.7 and 0.8
  – Number of buffers added on ports: around 80
  – Setup slack at placement: -726 ps
  – Number of placed instances, taps included: 158
  – DP Area: roughly 1400 um2

Synth
  – Cells after Synth: 32
  – Average cell area after synthesis: approximately 17 um2
  – Yosys stat chip area: roughly 540 um2
  – Number of cell instances after yosys synthesis: 32
  – Largest cells by area after synthesis: sky130_fd_sc_hd__xor3_1 70%, sky130_fd_sc_hd__maj3_1 30%
  – Proportion of synthesized chip area in sequential cells: 0
  – Syn Std Cell Area: about 540 um2
  – Synth unique cells: 2
  – Number of warning messages in the yosys log: 0
  – Portion of synthesized cell area occupied by the leading cell type: 0.704
  – Cell accounting for the most synthesized area: sky130_fd_sc_hd__xor3_1

Worst hold path
  – Hold path start: c[4]
  – Type of the tightest min-delay check: in -> out
  – Hold endpoint: out0[4]
  – Hold-critical path depth: 3

Status
  – Status: finished clean
cells by family after synthesis:
kind of cell               count (synthesis)  synth area share
adders and majority gates                 16             0.296
xor gates and xnor gates                  16             0.704
cell usage after synthesis (all sizes together):
master	count
maj3	16
xor3	16
power groups by stage:
stage	Sequential [mW]	Clock, mW	Combinational [mW]
4_1_cts	0	0	0.552
6_report	0	0	0.551
5_1_grt	0	0	0.606
layer usage:
layer  global-route usage  vias to the layer above  part of all wire
met2                0.124                       35              0.55
li1                     -                      291                 -
met5                    0                        -                 0
met1               0.0683                      277              0.33
met4                    0                        0                 0
met3               0.0284                        0              0.12
cell usage in the layout, fill, tap and decap left out:
master                            count
sky130_fd_sc_hd__buf_6               25
sky130_fd_sc_hd__clkdlybuf4s15_1      2
sky130_fd_sc_hd__xor3_1              16
sky130_fd_sc_hd__buf_2               52
sky130_fd_sc_hd__maj3_1               1
sky130_fd_sc_hd__clkdlybuf4s15_2      1
sky130_fd_sc_hd__maj3_2              15
stage by stage:
stage	hold slack (ps)	total power [mW]	utilization
after global routing	721	0.606	0.348
after detailed placement	1430	0.733	0.410
after floorplan	486	0.186	-
after CTS	698	0.552	0.339
after global placement	1430	0.729	0.410
final	688	0.551	0.348
what timing repair did:
| item | CTS | global route |
|---|---|---|
| setup endpoints to repair | 32 | 15 |
| pin swaps | 22 | 12 |
| resized | 311 | 15 |
cell type report:
class / count / area [um2]
Tap cell: 46 / 57.6
Fill cell: 367 / 2230
Timing Repair Buffer: 80 / 573
Multi-Input combinational cell: 32 / 559
worst max-delay path by stage:
stage	from	endpoint	slack [ps]
after CTS	b[0]	out1[0]	0.4
after global routing	c[3]	out0[3]	-10
final	b[0]	out1[0]	20
No activity file was given, so power comes from the tool's default toggle rates.
